**flow/config.mk**
```make
export PLATFORM = sky130hd
export DESIGN_NAME = impl_top
export DESIGN_NICKNAME = impl_top
export VERILOG_FILES = /design/flow/design.v
export SDC_FILE = /design/flow/constraint.sdc
export NUM_CORES = 4
export LEC_CHECK = 1
export CORE_UTILIZATION = 30
```
**flow/constraint.sdc**
```tcl
current_design impl_top

set clk_period 41.3
set clk_io_pct 0.2

create_clock -name clk0 -period $clk_period [get_ports {clk}]

set non_clock_inputs [all_inputs -no_clocks]
set_input_delay [expr $clk_period * $clk_io_pct] -clock clk0 $non_clock_inputs
set_output_delay [expr $clk_period * $clk_io_pct] -clock clk0 [all_outputs]
```
**flow/design.v**
```verilog
module impl_top (
input               clk     ,  
input               sw_0    ,  
input   wire        uart_rxd,  
output  wire        uart_txd,  
output  wire [7:0]  led,		 
output  wire uart_rx_break,	 
output  wire uart_rx_valid,	 
output  wire uart_tx_busy,		 
output  wire uart_rx_fe,		 
output  wire uart_rx_pe,		 
output  wire [PAYLOAD_BITS-1:0] uart_rx_data,  
output  wire [SHIFT_REG_LEN-1:0] sbus_frame,  
output  wire sbus_frame_valid	 
);
parameter CLK_HZ = 50000000;
parameter BIT_RATE =   100000;
parameter PAYLOAD_BITS = 11;  
parameter SHIFT_REG_LEN = 200;  
parameter STOP_BITS = 0; 		 
wire [PAYLOAD_BITS-1:0]  uart_tx_data;
wire        uart_tx_en;
assign uart_tx_data = uart_rx_data;
assign uart_tx_en   = uart_rx_valid;
uart_rx #(
.BIT_RATE(BIT_RATE),
.PAYLOAD_BITS(PAYLOAD_BITS),
.CLK_HZ  (CLK_HZ  )
) i_uart_rx(
.clk          (clk          ),  
.resetn       (sw_0         ),  
.uart_rxd     (uart_rxd     ),  
.uart_rx_en   (1'b1         ),  
.uart_rx_break(uart_rx_break),  
.uart_rx_valid(uart_rx_valid),  
.uart_rx_fe(uart_rx_fe),		 
.uart_rx_pe(uart_rx_pe),		 
.uart_rx_data (uart_rx_data )   
);
uart_tx #(
.BIT_RATE(BIT_RATE),
.PAYLOAD_BITS(PAYLOAD_BITS),
.CLK_HZ  (CLK_HZ  )
) i_uart_tx(
.clk          (clk          ),
.resetn       (sw_0         ),
.uart_txd     (uart_txd     ),
.uart_tx_en   (uart_tx_en   ),
.uart_tx_busy (uart_tx_busy ),
.uart_tx_data (uart_tx_data ) 
);
monitor_rx #(
.PAYLOAD_BITS(PAYLOAD_BITS),
.STOP_BITS(STOP_BITS)
) i_monitor_rx(
.clk			(clk          ),  
.sw_0			(sw_0         ),  
.uart_rx_break(uart_rx_break),  
.uart_rx_valid(uart_rx_valid),  
.uart_rx_data (uart_rx_data ),  
.uart_tx_busy (uart_tx_busy),  
.led (led)							 
);
sbus_puzzle i_sbus_puzzle(
.clk				(clk          ),  
.resetn			(sw_0         ),  
.uart_rx_valid(uart_rx_valid),  
.uart_rx_fe(uart_rx_fe),		 
.uart_rx_pe(uart_rx_pe),		 
.uart_rx_data(uart_rx_data),	 
.sbus_frame(sbus_frame),				 
.sbus_frame_valid(sbus_frame_valid)	 
);
endmodule
module monitor_rx (
input  wire       clk        ,  
input  wire       sw_0       ,  
input  wire [PAYLOAD_BITS-1:0] uart_rx_data, 
input  wire       uart_rx_break,  
input  wire       uart_rx_valid,  
input  wire       uart_tx_busy,	 
output wire [7:0] led				 
);
parameter   PAYLOAD_BITS    = 0;
parameter   STOP_BITS       = 0;
reg  [PAYLOAD_BITS-1:0]  led_reg;
assign      led = led_reg;
always @(posedge clk) begin
    if(!sw_0) begin
        led_reg <= 8'hF0;
    end else if(uart_rx_valid) begin
        led_reg <= uart_rx_data[PAYLOAD_BITS-1:0];
    end
end
endmodule
module sbus_puzzle (
   input wire clk,						 
   input wire resetn,					 
   input wire uart_rx_valid,			 
   input wire uart_rx_fe,				 
   input wire uart_rx_pe,				 
   input wire [7:0] uart_rx_data,	 
	output reg [SHIFT_REG_LEN-1:0] sbus_frame,  
   output reg sbus_frame_valid		 
);
   localparam SHIFT_REG_LEN = 200;
   reg [SHIFT_REG_LEN-1:0] sbus_reg;
   always @(posedge clk or negedge resetn) begin
      if (!resetn) begin
         sbus_reg <= {SHIFT_REG_LEN{1'b1}};
      end else if (uart_rx_valid) begin
         sbus_reg <= {uart_rx_data, sbus_reg[SHIFT_REG_LEN-1:8]};
		end
	end
   always @(posedge clk or negedge resetn) begin
      if (!resetn) begin
         sbus_frame <= {SHIFT_REG_LEN{1'b1}};
         sbus_frame_valid <= 1'b1;  
      end else if
			((sbus_reg[7:0]==8'b11110000) 
			&& (sbus_reg[SHIFT_REG_LEN-1:SHIFT_REG_LEN-8]==8'b0))
		begin
				sbus_frame <= sbus_reg;
            sbus_frame_valid <= 1'b0;
		end else begin
            sbus_frame_valid <= 1'b1;
		end
   end
endmodule
module uart_rx(
input  wire       clk          ,  
input  wire       resetn       ,  
input  wire       uart_rxd     ,  
input  wire       uart_rx_en   ,  
output wire       uart_rx_break,  
output wire       uart_rx_valid,  
output wire       uart_rx_fe,		 
output reg			uart_rx_pe,		 
output reg  [PAYLOAD_BITS-1:0] uart_rx_data  
);
parameter   BIT_RATE        = 100_000;  
localparam  BIT_P           = 1_000_000_000 * 1/BIT_RATE;  
parameter   CLK_HZ          =    50_000_000;
localparam  CLK_P           = 1_000_000_000 * 1/CLK_HZ;  
localparam INVERTED  = 0;
localparam DATA_BITS = 8;
localparam PARITY_BIT = 1;
localparam STOP_BITS  = 2;
parameter PAYLOAD_BITS = DATA_BITS+PARITY_BIT+STOP_BITS;
localparam       CYCLES_PER_BIT     = BIT_P / CLK_P;
localparam       COUNT_REG_LEN      = 1+$clog2(CYCLES_PER_BIT);
reg rxd_reg;
reg rxd_reg_0;
wire uart_rxd_inv;
assign uart_rxd_inv = (INVERTED) ? ~uart_rxd : uart_rxd;
reg [PAYLOAD_BITS-1:0] recieved_data;
reg [COUNT_REG_LEN-1:0] cycle_counter;
reg [3:0] bit_counter;
reg bit_sample;
reg [2:0] fsm_state;
reg [2:0] n_fsm_state;
localparam FSM_IDLE = 0;
localparam FSM_START= 1;
localparam FSM_RECV = 2;
localparam FSM_STOP = 3;
assign uart_rx_break = uart_rx_valid && ~|recieved_data;
assign uart_rx_valid = fsm_state == FSM_STOP && n_fsm_state == FSM_IDLE;
always @(posedge clk) begin
    if(!resetn) begin
        uart_rx_data  <= {PAYLOAD_BITS{1'b0}};
    end else if (fsm_state == FSM_STOP) begin
        uart_rx_data  <= recieved_data;
    end
end
wire next_bit     = cycle_counter == CYCLES_PER_BIT ||
                        fsm_state       == FSM_STOP && 
                        cycle_counter   == CYCLES_PER_BIT/2;
wire payload_done = bit_counter   == PAYLOAD_BITS  ;
always @(*) begin : p_n_fsm_state
    case(fsm_state)
        FSM_IDLE : n_fsm_state = rxd_reg      ? FSM_IDLE : FSM_START;
        FSM_START: n_fsm_state = next_bit     ? FSM_RECV : FSM_START;
        FSM_RECV : n_fsm_state = payload_done ? FSM_STOP : FSM_RECV ;
        FSM_STOP : n_fsm_state = next_bit     ? FSM_IDLE : FSM_STOP ;
        default  : n_fsm_state = FSM_IDLE;
    endcase
end
integer i = 0;
always @(posedge clk) begin : p_recieved_data
    if(!resetn) begin
        recieved_data <= {PAYLOAD_BITS{1'b0}};
    end else if(fsm_state == FSM_IDLE             ) begin
        recieved_data <= {PAYLOAD_BITS{1'b0}};
    end else if(fsm_state == FSM_RECV && next_bit ) begin
        recieved_data[PAYLOAD_BITS-1] <= bit_sample;
        for ( i = PAYLOAD_BITS-2; i >= 0; i = i - 1) begin
            recieved_data[i] <= recieved_data[i+1];
        end
    end
end
always @(posedge clk) begin : p_bit_counter
    if(!resetn) begin
        bit_counter <= 4'b0;
    end else if(fsm_state != FSM_RECV) begin
        bit_counter <= {COUNT_REG_LEN{1'b0}};
    end else if(fsm_state == FSM_RECV && next_bit) begin
        bit_counter <= bit_counter + 1'b1;
    end
end
always @(posedge clk) begin : p_bit_sample
    if(!resetn) begin
        bit_sample <= 1'b0;
    end else if (cycle_counter == CYCLES_PER_BIT/2) begin
        bit_sample <= rxd_reg;
    end
end
always @(posedge clk) begin : p_cycle_counter
    if(!resetn) begin
        cycle_counter <= {COUNT_REG_LEN{1'b0}};
    end else if(next_bit) begin
        cycle_counter <= {COUNT_REG_LEN{1'b0}};
    end else if(fsm_state == FSM_START || 
                fsm_state == FSM_RECV  || 
                fsm_state == FSM_STOP   ) begin
        cycle_counter <= cycle_counter + 1'b1;
    end
end
always @(posedge clk) begin : p_fsm_state
    if(!resetn) begin
        fsm_state <= FSM_IDLE;
    end else begin
        fsm_state <= n_fsm_state;
    end
end
always @(posedge clk) begin : p_rxd_reg
    if(!resetn) begin
        rxd_reg     <= 1'b1;
        rxd_reg_0   <= 1'b1;
    end else if(uart_rx_en) begin
        rxd_reg     <= rxd_reg_0;
        rxd_reg_0   <= uart_rxd_inv;
    end
end
wire parity;
assign parity = ^(uart_rx_data[PAYLOAD_BITS-STOP_BITS-PARITY_BIT-1:0]);
always @(uart_rx_data) begin
    if (parity == uart_rx_data[PAYLOAD_BITS-STOP_BITS-1])
        uart_rx_pe <= 1'b0;  
    else 
        uart_rx_pe <= PARITY_BIT ? 1'b1 : 1'b0;  
end
assign uart_rx_fe = STOP_BITS-1 ? ~&uart_rx_data[PAYLOAD_BITS-1:PAYLOAD_BITS-2] : ~uart_rx_data[PAYLOAD_BITS-1];
endmodule
module uart_tx(
input  wire         clk         ,  
input  wire         resetn      ,  
output wire         uart_txd    ,  
output wire         uart_tx_busy,  
input  wire         uart_tx_en  ,  
input  wire [PAYLOAD_BITS-1:0]   uart_tx_data   
);
parameter   BIT_RATE        = 100_000;  
localparam  BIT_P           = 1_000_000_000 * 1/BIT_RATE;  
parameter   CLK_HZ          =    50_000_000;
localparam  CLK_P           = 1_000_000_000 * 1/CLK_HZ;  
parameter   PAYLOAD_BITS    = 0;  
parameter   STOP_BITS       = 0;  
localparam       CYCLES_PER_BIT     = BIT_P / CLK_P;
localparam       COUNT_REG_LEN      = 1+$clog2(CYCLES_PER_BIT);
reg txd_reg;
reg [PAYLOAD_BITS-1:0] data_to_send;
reg [COUNT_REG_LEN-1:0] cycle_counter;
reg [3:0] bit_counter;
reg [2:0] fsm_state;
reg [2:0] n_fsm_state;
localparam FSM_IDLE = 0;
localparam FSM_START= 1;
localparam FSM_SEND = 2;
localparam FSM_STOP = 3;
assign uart_tx_busy = fsm_state != FSM_IDLE;
assign uart_txd     = txd_reg;
wire next_bit     = cycle_counter == CYCLES_PER_BIT;
wire payload_done = bit_counter   == PAYLOAD_BITS  ;
wire stop_done    = bit_counter   == STOP_BITS && fsm_state == FSM_STOP;
always @(*) begin : p_n_fsm_state
    case(fsm_state)
        FSM_IDLE : n_fsm_state = uart_tx_en   ? FSM_START: FSM_IDLE ;
        FSM_START: n_fsm_state = next_bit     ? FSM_SEND : FSM_START;
        FSM_SEND : n_fsm_state = payload_done ? FSM_STOP : FSM_SEND ;
        FSM_STOP : n_fsm_state = stop_done    ? FSM_IDLE : FSM_STOP ;
        default  : n_fsm_state = FSM_IDLE;
    endcase
end
integer i = 0;
always @(posedge clk) begin : p_data_to_send
    if(!resetn) begin
        data_to_send <= {PAYLOAD_BITS{1'b0}};
    end else if(fsm_state == FSM_IDLE && uart_tx_en) begin
        data_to_send <= uart_tx_data;
    end else if(fsm_state       == FSM_SEND       && next_bit ) begin
        for ( i = PAYLOAD_BITS-2; i >= 0; i = i - 1) begin
            data_to_send[i] <= data_to_send[i+1];
        end
    end
end
always @(posedge clk) begin : p_bit_counter
    if(!resetn) begin
        bit_counter <= 4'b0;
    end else if(fsm_state != FSM_SEND && fsm_state != FSM_STOP) begin
        bit_counter <= {COUNT_REG_LEN{1'b0}};
    end else if(fsm_state == FSM_SEND && n_fsm_state == FSM_STOP) begin
        bit_counter <= {COUNT_REG_LEN{1'b0}};
    end else if(fsm_state == FSM_STOP&& next_bit) begin
        bit_counter <= bit_counter + 1'b1;
    end else if(fsm_state == FSM_SEND && next_bit) begin
        bit_counter <= bit_counter + 1'b1;
    end
end
always @(posedge clk) begin : p_cycle_counter
    if(!resetn) begin
        cycle_counter <= {COUNT_REG_LEN{1'b0}};
    end else if(next_bit) begin
        cycle_counter <= {COUNT_REG_LEN{1'b0}};
    end else if(fsm_state == FSM_START || 
                fsm_state == FSM_SEND  || 
                fsm_state == FSM_STOP   ) begin
        cycle_counter <= cycle_counter + 1'b1;
    end
end
always @(posedge clk) begin : p_fsm_state
    if(!resetn) begin
        fsm_state <= FSM_IDLE;
    end else begin
        fsm_state <= n_fsm_state;
    end
end
always @(posedge clk) begin : p_txd_reg
    if(!resetn) begin
        txd_reg <= 1'b1;
    end else if(fsm_state == FSM_IDLE) begin
        txd_reg <= 1'b1;
    end else if(fsm_state == FSM_START) begin
        txd_reg <= 1'b0;
    end else if(fsm_state == FSM_SEND) begin
        txd_reg <= data_to_send[0];
    end else if(fsm_state == FSM_STOP) begin
        txd_reg <= 1'b1;
    end
end
endmodule
```
**flow/run.sh**
```bash
#!/bin/bash
# OpenROAD 26Q1-2900-gdf79404cd8, Yosys 0.63+post, stock flow scripts
make -C /OpenROAD-flow-scripts/flow DESIGN_CONFIG=/design/flow/config.mk WORK_HOME=/design/flow/orfs finish
```
==> deck_impl_summary.md <==
Physical Implementation Snapshot

Finish
  • Fill cell instance count of the final layout: 5837
  • Top cell excl fill/tap: sky130_fd_sc_hd__dfstp_2
  • Flip-flop and latch area: 12120 um2
  • Final core area utilization: 37.94%
  • Dominant logic cell types in the final layout: 401 x sky130_fd_sc_hd__dfstp_2, 263 x sky130_fd_sc_hd__mux2_2, 227 x sky130_fd_sc_hd__clkdlybuf4s50_1
  • Logic area: 6720 um2
  • Fraction of final layout cells sized beyond drive strength 1: 57.31%
  • Area growth syn-to-layout: 24.24%

Synth
  • Count of library flops with an enable pin: 0
  • Instance count of the mapped netlist: 1259
  • Yosys stat chip area: 19400 um2
  • Share of flip-flops with an asynchronous set or reset: 83.54%
  • Distinct cell type count after synthesis: 56
  • Combined area of all synthesized cells: 19400 um2
  • Prevailing post-synth register cell: sky130_fd_sc_hd__dfstp_2
  • Register bit total from synthesis: 480
  • Seq/Total Area, Yosys: 62.46%
  • Yosys stat cell total: 1259
  • Mean instance size in the synthesized netlist: 15.41 um2
  • Synthesis Warnings: 5

Detailed routing
  • Vias per inst: 4.476
  • Per-cell routed wire length: 16.72 um
  • Uppermost signal routing layer after detailed routing: met4
  • Violation tally from detailed-route iteration zero: 602
  • Total iterations of the first detailed-routing run: 4
  • Detailed Route WL: 39650 um
  • Post-DRT Antenna Nets: 0
  • WL met1: 18750 um
  • Routed wire length on met2: 17750 um
  • Total DRC errors in the routed layout: 0
  • Ant diodes: 0
  • Vias after detailed routing: 10610
  • Met3 routed WL: 2374 um

Flow run
  • MaxCap Viol Count: 0
  • Log Warnings: 33

Power
  • Relative contribution of the clock network to total power: 49.3%
  • Total leakage power: 9.788 nW
  • Part of the total power dissipated in sequential elements: 49.6%
  • Peak supply drop: 0.00002791 V
  • Switching power: 0.0001973 W
  • Internal Dissipation: 0.0007541 W
  • Total chip power: 0.0009514 W
  • Fraction of power consumed by combinational cells: 1.1%
  • Sw Share: 20.74%
  • Total power density per cell area: 39.47 nW/um2

Critical path
  • Worst-path maximum fanout: 23
  • Setup Crit Path Kind: register to output pin
  • Endpoint class of the critical path: output pin
  • Register-to-Register Setup Slack: 37.80 ns
  • Category of the worst setup path launch point: register
  • Critical path arrival: 2.95 ns
  • Worst path required time: 33.04 ns

Die
  • Core Rows: 92
  • Die X-Extent: 256.3 um
  • Die Outline Area: 65690 um2
  • Boundary Pins: 229
  • Core ar.: 63540 um2
  • Fp_density: 30.54%
  • Vertical die size: 256.3 um

GRT
  • Global router's overall resource usage: 12.55%
  • Pin count of the biggest net entering global routing: 133
  • First-pass GRT wire length: 63800 um
  • Initial antenna violation count: 0
  • Total grt overflow: 0
  • Via count of the first global-routing pass: 10640

CTS
  • Total CTS buffers: 52
  • Root buf cell: sky130_fd_sc_hd__clkbuf_16
  • Clock-pin slew reported for the worst setup and hold paths after clock tree synthesis: 0.06 ns
  • Post-CTS Setup Repair Bufs: 0
  • Clock Latency Late Sink: 0.60 ns
  • Number of cells upsized or downsized after cts: 0
  • # hold bufs at CTS: 0
  • TritonCTS clock tree: built
  • Clock tree buffer depth: 3
  • Sink Count: 480
  • Number of H-tree branching levels: 2

STA
  • Slew at the pin with the worst max-slew slack: 0.8951 ns
  • Setup_tns: 0 ns
  • Post-route worst hold slack: 0.4498 ns
  • Maximum clock skew at final layout: 0.03594 ns
  • Unrepaired setup endpoints after global routing: no
  • Total count of max-transition violations in the final report: 0
  • Shortest period the worst path allows: 11.21 ns
  • Hold Vio Cnt, Final: 0
  • Worst-case headroom to the max-slew limit: 40.33%
  • Share of the cycle needed by the critical path after routing: 27.15%
  • Maximum operating frequency: 89.17 MHz
  • Setup-failing EPs final: 0

Placed design
  • RD Place Congestion: 0.8077
  • Number of buffers added on ports: 228
  • Hpwl dp: 25260 um

Run status
  • Status: completed

Worst hold path
  • Path type of the worst min-delay path: register to register
## critical path, cell delays in order (launching register included)
cell and delay (ns):
sky130_fd_sc_hd__dfxtp_1 0.30, sky130_fd_sc_hd__buf_4 0.27, sky130_fd_sc_hd__nand3_1 0.56, sky130_fd_sc_hd__nor3_1 0.51, sky130_fd_sc_hd__and4_1 0.25, sky130_fd_sc_hd__clkdlybuf4s50_1 0.46
## layout make-up
cell class / count / area share (%)
Inverter: 17 / 0.2647
Clock buffer: 74 / 6.332
Clock inverter: 18 / 0.8980
Tap cell: 846 / 4.391
Sequential cell: 480 / 50.27
Timing Repair Buffer: 240 / 9.966
Multi-Input combinational cell: 696 / 27.88
## cells by family after synthesis
| family | Yosys count | share of synthesized area [%] |
|---|---|---|
| buffers and inverters | 83 | 2.954 |
| multiplexers | 408 | 25.54 |
| flip-flops | 480 | 62.46 |
| XOR/XNOR | 27 | 1.219 |
| AND-OR/OR-AND | 84 | 2.747 |
| adder cells (fa/ha/maj) | 8 | 0.5159 |
| AND/OR/NAND/NOR | 169 | 4.566 |
## worst paths after layout
check	cells after the start	end	startpoint
max in group asynchronous	3	i_sbus_puzzle.sbus_reg[159]$_DFFE_PN1P_	sw_0
max reg2reg	8	i_sbus_puzzle.sbus_reg[150]$_DFFE_PN1P_	i_uart_rx.cycle_counter[0]$_SDFFE_PP0P_
min in group asynchronous	1	i_sbus_puzzle.sbus_frame[72]$_DFFE_PN1P_	sw_0
min	1	i_uart_rx.rxd_reg$_SDFF_PN1_	i_uart_rx.rxd_reg_0$_SDFF_PN1_
max	5	uart_rx_break	i_uart_rx.fsm_state[3]$_DFF_P_
min reg2reg	1	i_uart_rx.rxd_reg$_SDFF_PN1_	i_uart_rx.rxd_reg_0$_SDFF_PN1_
## synthesized netlist by cell type (all sizes together) (2+ instances only)
cell type	n	share of area, %
dfstp	401	54
mux2	376	24
dfxtp	79	8.2
buf	49	2.3
nor2	42	0.85
nand2	36	0.74
mux2i	32	1.7
o21ai	29	0.77
a21oi	27	0.70
nand3	23	0.59
clkbuf	17	0.33
xnor2	17	0.77
inv	15	0.29
and2	13	0.42
nand2b	10	0.32
nand4	10	0.32
o31ai	10	0.39
xor2	10	0.45
ha	8	0.52
and3	5	0.16
nor3	5	0.13
nor4	5	0.16
and4	4	0.18
or3	4	0.13
a21o	3	0.12
a41oi	3	0.14
o211ai	3	0.19
a32oi	2	0.090
and4b	2	0.10
and4bb	2	0.15
clkinv	2	0.039
nor2b	2	0.064
or4	2	0.077
## metrics by stage
stage / std cells / area, um2 / setup slack (ns)
2_1_floorplan: 1259 / 19400 / 31.88
3_3_place_gp: 2279 / 22360 / 30.33
3_5_place_dp: 2279 / 22360 / 30.18
4_1_cts: 2371 / 24110 / 30.06
5_1_grt: 2371 / 24110 / 29.87
6_report: 2371 / 24110 / 30.09
## metal layers
layer,track usage [%],vias up
li1,-,4940
met1,19.78,5364
met2,18.25,249
met3,3.007,59
met4,2.412,0
met5,0,-
## power by group through the flow
stage         combinational [W]  sequential (W)  clock (W)
CTS                   0.0000109        0.000472   0.000487
global route          0.0000122        0.000472   0.000504
finish                0.0000102        0.000472   0.000469
No activity file was given, so power comes from the tool's default toggle rates.
